==> flow/design.v <==
`timescale 1ns / 1ps
module uart #
(                            
    parameter DATA_WIDTH      = 8,
    parameter STOP_BITS       = 1,
    parameter PARITY          = 0,
    parameter EVEN            = 1,
    parameter PRESCALER       = 16,
    parameter LATCH_TOLERANCE = 1
)
(
    input  wire       clk_rx,
    input  wire       clk_tx,
    input  wire       rst,
	input  wire       rx,
	output wire       tx,
	input  wire [7:0] txd,
	input  wire       txv,
	output wire [7:0] rxd,
	output wire       rxv,
	output wire       rdy,
	output wire       tx_active
);
assign rdy = ( ~tx_active && ~txv );
uart_rx #(
	.DATA_WIDTH      ( DATA_WIDTH  ),
	.STOP_BITS       ( STOP_BITS   ),
	.PARITY          ( PARITY      ),
	.EVEN            ( EVEN        ),
	.PRESCALER       ( PRESCALER   ),
	.LATCH_TOLERANCE ( LATCH_TOLERANCE ) )
uart_rx_inst (
	.clk      ( clk_rx ),
	.rst      ( rst ),
	.rx       ( rx  ),
	.rxd      ( rxd ),
	.rxv      ( rxv )
);
uart_tx #(
	.DATA_WIDTH ( DATA_WIDTH  ),
	.STOP_BITS  ( STOP_BITS   ),
	.PARITY     ( PARITY      ),
	.EVEN       ( EVEN        ),
	.PRESCALER  ( PRESCALER   ) )
uart_tx_inst (
	.clk      ( clk_tx ),
	.rst      ( rst ),
	.tx       ( tx  ),
	.txd      ( txd ),
	.txv      ( txv ),
	.active   ( tx_active )
);
endmodule
`timescale 1ns / 1ps
module uart_rx #
(
    parameter DATA_WIDTH = 8,       
    parameter STOP_BITS  = 1,       
    parameter PARITY     = 1,       
    parameter EVEN       = 1,       
    parameter PRESCALER  = 15,      
    parameter LATCH_TOLERANCE = 1   
)
(
    input wire clk,
    input wire rst,
	input wire rx,
	output reg [DATA_WIDTH-1:0] rxd,
	output reg                  rxv
);
parameter WIDTH = DATA_WIDTH+STOP_BITS+PARITY;
reg [$clog2(PRESCALER)-1:0] psk_ctr;
reg           rx_prev; 
reg           active;    
reg           rx_val;    
reg [WIDTH:0] shiftreg;  
reg [7:0]     bit_ctr;
reg           start;      
reg           rx_sync;   
reg           parity_en;
reg           parity_bit;
reg rx_sync1;
always @ (posedge clk) begin
	rx_sync1 <= rx;
	rx_sync  <= rx_sync1;
end
always @ (posedge clk) begin
	if (rst) rx_prev <= 0;
	else rx_prev <= rx_sync;
end
always @ (posedge clk) begin
	if (rst) begin 
		bit_ctr  <= 0;
		shiftreg <= 0;
	end
	else begin 
		if (active && (psk_ctr == LATCH_TOLERANCE)) begin  
			shiftreg [WIDTH:0] <= {rx_sync, shiftreg[WIDTH:1]};
			bit_ctr <= bit_ctr + 1;  
		end
		if (!active) begin 
			bit_ctr  <= 0;  
			shiftreg <= 0;
		end
	end
end
always @ (posedge clk) begin
	if (rst) begin 
		rx_val <= 1'b0;
	end
	else if (( psk_ctr == PRESCALER-LATCH_TOLERANCE-1)) begin  
		rx_val <= 1'b1;
	end
	else if   (psk_ctr == LATCH_TOLERANCE) begin  
		rx_val <= 1'b0;
	end
end
always @ (posedge clk) begin
	if (rst) begin
		parity_en <= 1'b0;
	end
	else if (PARITY) begin
		if (bit_ctr == 1)              parity_en <= 1'b1;
		if (bit_ctr == DATA_WIDTH + 1) parity_en <= 1'b0;
	end
end
always @ (posedge clk) begin
	if (rst) begin
		parity_bit <= !EVEN;
	end
	else if (active && PARITY) begin
		if (psk_ctr == LATCH_TOLERANCE) parity_bit <= ( parity_en && rx_sync ) ? !parity_bit : parity_bit;
	end
	else parity_bit <= !EVEN;
end
wor error;
always @ (posedge clk) begin
	if (rst) active <= 0;
	else begin 
		if (start) active <= 1;                 
		if (error) active <= 0;                 
		if (bit_ctr == WIDTH && psk_ctr == LATCH_TOLERANCE) active <= 0;  
	end
end
reg rx_negedge;
reg rx_posedge;
always @ (posedge clk) rx_posedge <= (!rx_prev && rx_sync);
always @ (posedge clk) rx_negedge <= (rx_prev && !rx_sync);
assign error = rx_negedge && !rx_val && active;
assign error = rx_posedge && !rx_val && active;
always @ (posedge clk) start <= (rx_prev && !rx_sync && !active);
always @ (posedge clk) begin
	if (rst) begin
		rxd[7:0] <= 8'h00;
		rxv      <= 1'b0;
	end
	else if (
		(bit_ctr == WIDTH+1) &&                                            
		(shiftreg[ 0 ] == 0) &&                                              
		(&shiftreg [WIDTH:WIDTH-STOP_BITS+1] == 1) &&               
		(PARITY ? (parity_bit == shiftreg[WIDTH-STOP_BITS]) : 1) &&  
		!active) begin                                               
			rxd[7:0] <= shiftreg [8:1];
			rxv      <= 1'b1;
	end
	else rxv <= 1'b0;
end
always @ (posedge clk) begin
	if (rst) begin
		psk_ctr <= 0;
	end
	else if (active) begin
		if (( psk_ctr == PRESCALER - 1) || start) begin
			psk_ctr <= 0;
		end
		else begin
			psk_ctr <= psk_ctr + 1;
		end
	end
	else psk_ctr <= 0;
end
endmodule
module uart_tx #
(
    parameter DATA_WIDTH = 8,
    parameter STOP_BITS  = 1,
    parameter PARITY     = 1,
    parameter EVEN       = 1,
    parameter PRESCALER  = 15,
	parameter WIDTH = DATA_WIDTH + STOP_BITS + PARITY
)
(
    input wire                clk,
    input wire                rst,
	output reg                tx,
	input wire [DATA_WIDTH-1:0] txd,
	input wire                txv,
	output reg                active
);
reg           busy;
reg [$clog2(PRESCALER)-1:0]     psk_ctr;
reg [7:0]     bit_ctr;
reg [WIDTH:0] shiftreg;
reg           parity_bit;
reg           parity_en;
always @ ( posedge clk ) begin
	if ( rst ) tx <= 1'b0;
	else tx <= PARITY ? ( active ? ( ( bit_ctr == WIDTH - STOP_BITS ) ? parity_bit : shiftreg[0] ) : 1'b1 ) : ( active ? ( shiftreg[0] ) : 1'b1 );
end
always @ ( posedge clk ) begin
	if ( rst ) begin
		parity_en <= 1'b0;
	end
	else if ( PARITY ) begin
		if ( bit_ctr == 1 )              parity_en <= 1'b1;
		if ( bit_ctr == DATA_WIDTH + 1 ) parity_en <= 1'b0;
	end
end
always @ ( posedge clk ) begin
	if ( rst ) begin
		parity_bit <= !EVEN;
	end
	else if ( active && PARITY ) begin 
		if ( psk_ctr == PRESCALER - 1 ) parity_bit <= ( parity_en && tx ) ? !parity_bit : parity_bit;
	end
	else parity_bit <= !EVEN;
end
always @ ( posedge clk ) begin
	if ( rst ) begin
		shiftreg <= 0;
		bit_ctr  <= 0;
	end
	else begin
		if ( txv && !active ) begin  
			shiftreg[0]                              <= 1'b0;  
			shiftreg[WIDTH-STOP_BITS-PARITY:1] <= txd;
			shiftreg[WIDTH:WIDTH-STOP_BITS+1]  <= {STOP_BITS{1'b1}};
		end
		if ( active && psk_ctr == PRESCALER - 1 ) begin
			shiftreg <= shiftreg >> 1;
			bit_ctr  <= bit_ctr + 1;
		end
		if ( !active ) bit_ctr <= 0;  
	end
end
always @ ( posedge clk ) begin
	if ( rst ) begin
		active <= 1'b0;
	end
	else begin
		if ( txv && !active ) active <= 1'b1;  
		if ( bit_ctr == WIDTH && psk_ctr == PRESCALER - 1 ) active <= 1'b0;  
	end
end
always @ ( posedge clk ) begin
	if ( rst ) begin
		psk_ctr <= 0;
	end
	else if ( active ) begin
		if ( psk_ctr == PRESCALER - 1 ) begin
			psk_ctr <= 0;
		end
		else begin
			psk_ctr <= psk_ctr + 1;
		end
	end
	else psk_ctr <= 0;
end
endmodule
==> flow/run.sh <==
#!/bin/bash
# OpenROAD 26Q1-2900-gdf79404cd8, Yosys 0.63+post, stock flow scripts
make -C /OpenROAD-flow-scripts/flow DESIGN_CONFIG=/design/flow/config.mk WORK_HOME=/design/flow/orfs finish
==> flow/config.mk <==
export PLATFORM = sky130hd
export DESIGN_NAME = uart
export DESIGN_NICKNAME = uart
export VERILOG_FILES = /design/flow/design.v
export SDC_FILE = /design/flow/constraint.sdc
export NUM_CORES = 4
export LEC_CHECK = 1
export CORE_UTILIZATION = 40
==> flow/constraint.sdc <==
current_design uart

set clk_period 4.9
set clk_io_pct 0.2

create_clock -name clk0 -period $clk_period [get_ports {clk_rx}]
create_clock -name clk1 -period $clk_period [get_ports {clk_tx}]

set non_clock_inputs [all_inputs -no_clocks]
set_input_delay [expr $clk_period * $clk_io_pct] -clock clk0 $non_clock_inputs
set_output_delay [expr $clk_period * $clk_io_pct] -clock clk0 [all_outputs]
==> impl_metrics.toml <==
# yosys + openroad results
[timing]
setup_tns_ns = 0
skew_ns = 0.006049
worstMarginPinSlew_ns = 0.8469
hold_violations = 0
hold_ws_ns = 0.3283
setup_viol = 0
final_max_slew_viol_count = 0
rsz0062_at_grt = "no"
slew_headroom_pct = 43.37

[yosys]
async_flop_share_pct = 0
syn_avg_cell_area_um2 = 9.033
synth_adder_area_share_pct = 4.344
synth_xor_xnor_area_share_pct = 1.351
top_logic_kind = "simple AND/OR/NAND/NOR gates"
edf_count = 0
top_area_share_pct = 48.65
synthCells = 287
ys_warn_count = 2
ys_sh_aoi_pct = 14.00
syn-cell-area_um2 = 2592
ys_area_um2 = 2592
ys.flop_type = "dfxtp_1"
yosys_register_bits = 63
top_area_cell = "dfxtp_1"
yosysUniqueCellTypes = 38
ys_seq_share_pct = 48.65
yosys_cells = 287
simple_gate_area_share_pct = 24.37
ys_sh_mux_pct = 3.475
synthTopCellsByArea = "dfxtp_1, a21oi_1, nand2b_1"

[worst_setup_path]
path_common_cell = "clkdlybuf4s50_1"
arrival_ns = 2.04
rr_endpoint = "uart_tx_inst.bit_ctr[5]$_SDFFE_PP0P_"
cp_slowest_stage_delay_ns = 0.48
setup.worst_path.end_class = "primary output"
start_kind = "input port"
reg2reg_slack_ns = 2.58
cp_cell_sequence = "clkdlybuf4s50_1 > nor2_1 > clkdlybuf4s50_1"
r2r-start = "uart_tx_inst.psk_ctr[0]$_SDFF_PP0_"
reg2reg_depth = 4
worst_ep_required_time_ns = 3.92
cp_max_fo = 3
cp_slowest_cell = "clkdlybuf4s50_1"
worstSetupPathType = "input port to primary output"

[drt]
wl_met3_um = 173
top_layer = "met4"
route.detailed.wl_per_inst_um = 12.38
wirelength_um = 4754
drcViolationCount = 0
first_iter_violations = 133
ant_nets = 0
via_per_inst = 5.172
dr_wl_met2_um = 2069
drt-met1-wl_um = 2429
first_pass_iters = 4
antenna_cells = 0
vias = 1986

[min_path]
holdCritPathClass = "flip-flop to flip-flop"
min_from = "uart_rx_inst.rx_sync1$_DFF_P_"
min_to = "uart_rx_inst.rx_sync$_DFF_P_"
hold_depth = 0

[clock_tree]
cts_setup_buffers = 0
cts_sinks = 63
ctsResizeCount = 0
hold_buffers = 0
clkTransAtPathRegs_ns = 0.07
cts_tree = "done"

[place]
place_area_um2 = 2874
placedCellCount = 372
dp_hpwl_um = 3061
io_buffers = 23
place.gp.congestion = 0.8104

[die]
fp.coreArea_um2 = 6096
die_height_um = 82.51
fp_util_pct = 42.53
fp-row-count = 28
ioPinCount = 25
die-area_um2 = 6807
die_x_um = 82.51

[flow_run]
tool_warnings = 31
cap_violations = 0

[global_route]
grt_max_degree = 36
globalRoute.totalOverflow = 0
antenna_found_initial = 0
grt_pass1_vias = 1800
grt_pass1_wl_um = 7776
track_usage_pct = 14.91

[cells_and_area]
drive_above_1_share_pct = 5.178
post-route-util_pct = 49.65
fin_area_um2 = 3027
nFillCells = 572
area_growth_pct = 16.75
final_cells = 384

[power]
irDropWorstVdd_uv = 255.6
power_density_nw_per_um2 = 311.9
leakagePower_nw = 0.9535

[status]
outcome = "complete, no violations"
area by class of cell:
cell class | instances | area (um2) | area share, %
Clock inverter | 2 | 35.03 | 1.158
Tap cell | 75 | 93.84 | 3.100
Timing Repair Buffer | 25 | 245.2 | 8.103
Inverter | 11 | 41.29 | 1.364
Multi-Input combinational cell | 198 | 1232 | 40.72
Clock buffer | 10 | 117.6 | 3.886
Sequential cell | 63 | 1261 | 41.67
state kept, by name, summed over array words and instances, names as in the netlist, 4 cells and up:
register	cells
uart_tx_inst.bit_ctr	8
uart_rx_inst.shiftreg	10
uart_tx_inst.psk_ctr	4
uart_tx_inst.shiftreg	10
uart_rx_inst.rxd	8
uart_rx_inst.bit_ctr	8
uart_rx_inst.psk_ctr	4
per-layer routing:
layer,GRT usage [%],up-vias
met5,0,-
met4,2.759,0
met3,2.453,9
met2,24.30,24
met1,21.73,905
li1,-,1048
worst max-delay path: cells and delay by family:
family	cells	cell delay [ns]
buffers and inverters	2	0.91
AND/OR/NAND/NOR	1	0.15
cell families after synthesis:
family,count (synthesis)
buffers and inverters,26
adders and majority gates,9
and+or+nand+nor,114
AOI/OAI and AO/OA,62
DFF,63
muxes,9
xor gates and xnor gates,4
cells in the mapped netlist (all sizes together) (6+ instances only):
cell,number
mux2i,9
a21oi,35
a22oi,8
ha,9
or3,6
nand2b,20
clkbuf,14
dfxtp,63
inv,11
nand3,17
o21ai,8
nor2,12
nand2,28
nor2b,6
how the worst max path moves through the flow:
| stage | from | endpoint | slack [ns] |
|---|---|---|---|
| CTS | txv | rdy | 1.87 |
| global route | txv | rdy | 1.82 |
| finish | txv | rdy | 1.88 |
layout by cell type, fill, tap and decap left out, drive strengths merged, types with 2 or more instances in the layout:
| cell | instances |
|---|---|
| dfxtp | 63 |
| clkdlybuf4s50 | 23 |
| nor2 | 12 |
| nand2 | 28 |
| o31ai | 5 |
| clkbuf | 10 |
| or3 | 6 |
| nor3b | 3 |
| a22oi | 8 |
| or4 | 5 |
| nand3 | 17 |
| nor4 | 3 |
| a211oi | 2 |
| nand4 | 2 |
| o21ai | 8 |
| xnor2 | 3 |
| buf | 2 |
| nand2b | 20 |
| ha | 9 |
| nor3 | 4 |
| inv | 11 |
| a21oi | 35 |
| nor2b | 6 |
| mux2i | 9 |
power breakdown:
| group | switching (W) | internal [W] |
|---|---|---|
| clock network | 0.000167 | 0.000209 |
| logic | 0.0000193 | 0.0000210 |
| registers | 0.00000630 | 0.000521 |
| total | 0.000193 | 0.000751 |
through the flow:
step                      setup slack [ns]   power, W
after floorplan                      2.876  0.0005606
after global placement               1.911  0.0005791
after detailed placement             1.874  0.0005796
after CTS                            1.869  0.0009562
after global routing                 1.816  0.0009767
final                                1.876  0.0009441
Power and IR drop assume default switching activity.
